===== /design/flow/config.mk =====
export PLATFORM = sky130hd
export DESIGN_NAME = traffic_light_controller
export DESIGN_NICKNAME = traffic_light_controller
export VERILOG_FILES = /design/flow/design.v
export SDC_FILE = /design/flow/constraint.sdc
export NUM_CORES = 4
export LEC_CHECK = 1
export CORE_AREA = 10 10 100 100
export DIE_AREA = 0 0 110 110

===== /design/flow/constraint.sdc =====
current_design traffic_light_controller

set clk_period 2.0
set clk_io_pct 0.2

create_clock -name clk0 -period $clk_period [get_ports {clk}]

set non_clock_inputs [all_inputs -no_clocks]
set_input_delay [expr $clk_period * $clk_io_pct] -clock clk0 $non_clock_inputs
set_output_delay [expr $clk_period * $clk_io_pct] -clock clk0 [all_outputs]

===== /design/flow/design.v =====
module traffic_light_controller(
    input clk, reset,
    input N, S, E, W,
    output reg Rn, Yn, Gn, Re, Ye, Ge, Rs, Ys, Gs, Rw, Yw, Gw
);
    localparam S0 = 3'b000, S1 = 3'b001, S2 = 3'b010, S3 = 3'b011, S4 = 3'b100,
               S5 = 3'b101, S6 = 3'b110, S7 = 3'b111;
    localparam GREEN_TIME = 4'd10;   
    localparam YELLOW_TIME = 4'd3;   
    reg [2:0] state_reg, next_state;
    reg [3:0] timer_n, timer_e, timer_s, timer_w;   
    always @(posedge clk or posedge reset) begin
        if (reset) begin
            state_reg <= S0;
            timer_n <= 0;
            timer_e <= 0;
            timer_s <= 0;
            timer_w <= 0;
        end else begin
            state_reg <= next_state;
            if (state_reg == S0) begin
                if (timer_n < GREEN_TIME) timer_n <= timer_n + 1;
                else if (timer_n < GREEN_TIME + YELLOW_TIME) timer_n <= timer_n + 1;
            end
            if (state_reg == S2) begin
                if (timer_e < GREEN_TIME) timer_e <= timer_e + 1;
                else if (timer_e < GREEN_TIME + YELLOW_TIME) timer_e <= timer_e + 1;
            end
            if (state_reg == S4) begin
                if (timer_s < GREEN_TIME) timer_s <= timer_s + 1;
                else if (timer_s < GREEN_TIME + YELLOW_TIME) timer_s <= timer_s + 1;
            end
            if (state_reg == S6) begin
                if (timer_w < GREEN_TIME) timer_w <= timer_w + 1;
                else if (timer_w < GREEN_TIME + YELLOW_TIME) timer_w <= timer_w + 1;
            end
        end
    end
    always @(*) begin
        next_state = state_reg;
        case (state_reg)
            S0: begin
                if (timer_n == GREEN_TIME) next_state = S1;   
                else if (N) next_state = S0;   
                else if (E) next_state = S2;  
                else if (S) next_state = S4;  
                else if (W) next_state = S6;  
            end
            S1: begin
                if (timer_n == YELLOW_TIME) next_state = S2;   
                else if (N) next_state = S1;   
                else if (E) next_state = S2;
                else if (S) next_state = S4;
                else if (W) next_state = S6;
            end
            S2: begin
                if (timer_e == GREEN_TIME) next_state = S3;   
                else if (E) next_state = S2;   
                else if (S) next_state = S4;
                else if (W) next_state = S6;
                else if (N) next_state = S0;
            end
            S3: begin
                if (timer_e == YELLOW_TIME) next_state = S4;   
                else if (E) next_state = S3;   
                else if (S) next_state = S4;
                else if (W) next_state = S6;
                else if (N) next_state = S0;
            end
            S4: begin
                if (timer_s == GREEN_TIME) next_state = S5;   
                else if (S) next_state = S4;   
                else if (W) next_state = S6;
                else if (N) next_state = S0;
                else if (E) next_state = S2;
            end
            S5: begin
                if (timer_s == YELLOW_TIME) next_state = S6;   
                else if (S) next_state = S5;
                else if (W) next_state = S6;
                else if (N) next_state = S0;
                else if (E) next_state = S2;
            end
            S6: begin
                if (timer_w == GREEN_TIME) next_state = S7;   
                else if (W) next_state = S6;   
                else if (N) next_state = S0;
                else if (E) next_state = S2;
                else if (S) next_state = S4;
            end
            S7: begin
                if (timer_w == YELLOW_TIME) next_state = S0;   
                else if (W) next_state = S7;   
                else if (N) next_state = S0;
                else if (E) next_state = S2;
                else if (S) next_state = S4;
            end
            default: next_state = S0;   
        endcase
    end
    always @(*) begin
        Rn = 1'b1; Re = 1'b1; Rs = 1'b1; Rw = 1'b1;
        Yn = 1'b0; Ye = 1'b0; Ys = 1'b0; Yw = 1'b0;
        Gn = 1'b0; Ge = 1'b0; Gs = 1'b0; Gw = 1'b0;
        case (state_reg)
            S0: begin
                Gn = 1'b1;   
                if (N) Rn = 1'b0;   
            end
            S1: begin
                Yn = 1'b1;   
            end
            S2: begin
                Ge = 1'b1;   
                if (E) Re = 1'b0;   
            end
            S3: begin
                Ye = 1'b1;   
            end
            S4: begin
                Gs = 1'b1;   
                if (S) Rs = 1'b0;   
            end
            S5: begin
                Ys = 1'b1;   
            end
            S6: begin
                Gw = 1'b1;   
                if (W) Rw = 1'b0;   
            end
            S7: begin
                Yw = 1'b1;   
            end
            default: begin
                Rn = 1'b1; Re = 1'b1; Rs = 1'b1; Rw = 1'b1;
                Yn = 1'b0; Ye = 1'b0; Ys = 1'b0; Yw = 1'b0;
                Gn = 1'b0; Ge = 1'b0; Gs = 1'b0; Gw = 1'b0;
            end
        endcase
    end
endmodule

===== /design/flow/run.sh =====
#!/bin/bash
# OpenROAD 26Q1-2900-gdf79404cd8, Yosys 0.63+post, stock flow scripts
make -C /OpenROAD-flow-scripts/flow DESIGN_CONFIG=/design/flow/config.mk WORK_HOME=/design/flow/orfs finish

==> reports/metrics.csv <==
stage;metric;value;unit
route;vias;1409;
route;Antenna diodes;0;
clock_network;Clock Tree Root;clkbuf_8;
power_and_ir_drop;total power draw;3.195;mW
run;OpenROAD warnings;35;
critical_path;CP Data Required Time;1600;ps
run_status;failing checks;negative setup slack;
run;max-cap violations;0;
layout;sequential cell area;601.8;um^2
logic_synthesis;most common library cells after synthesis;25 x nand2_1, 23 x dfrtp_1, 18 x inv_1, 12 x ha_1;
critical_path;crit-path max FO;3;
route;routed wire length per instance;11.39;um
critical_path;CP endpoint kind;primary output;
power_and_ir_drop;clock network fraction of design power;10.5;%
global_route;grt ovf;0;
critical_path;r2r startpoint;timer_w[1];
timing;final setup margin;-92.08;ps
logic_synthesis;Post-synth EDFFs;0;
power_and_ir_drop;leak pwr;0.9363;nW
critical_path;worst reg-to-reg setup slack;190;ps
layout;max FFs per register;8;
hold_path;Hold WC Path Type;input pin to async pin;
floorplanning;Die Ht;110;um
logic_synthesis;Syn Inst Count;179;
route;Routed WL;3622;um
logic_synthesis;Commonest flop;dfrtp_1;
global_route;GRT Max-Usage Layer;met2;
power_and_ir_drop;Flop pwr share;30.2;%
timing;Clock Skews;2.275;ps
logic_synthesis;Synth cell types;39;
timing;slew at the pin with the worst max-slew slack;426.8;ps
global_route;vias in the first global route;1348;
route;DR vias/cell;4.431;
clock_network;clk latency late pin;260;ps
route;DRT Pass-1 Iters;4;
logic_synthesis;Registers, synthesis;24;
clock_network;htree depth;1;
placement;post-placement cell area;1981;um^2
critical_path;crit path cell chain;or2_4 > or4_4 > nor3_4 > nand2_1 > buf_2;
timing;min cycle time layout;2092;ps
layout;Filler Cells Inserted;827;
logic_synthesis;Synth area leader;dfrtp_1;
power_and_ir_drop;power per cell area;1522;nW/um^2
timing;Pins Over Slew Limit;0;
clock_network;Sink Count;24;
critical_path;CP max stage delay;440;ps
power_and_ir_drop;Gate power share;59.3;%
power_and_ir_drop;Int Pwr;1.933;mW
timing;setup_tns;-195.5;ps
global_route;global-route wire length before repair;6223;um
logic_synthesis;biggest area cells;dfrtp_1 36%, ha_1 9.5%, nand2_1 5.9%;
timing;Setup Viol. Count Final;3;
critical_path;Crit Path Category;flip-flop to primary output;
layout;final cell count without fillers;318;
clock_network;CTS buffer count;3;
timing;Fmax achieved;0.4780;GHz
timing;Slew Limit Headroom;71.30;%
global_route;largest net degree at the start of global routing;25;
logic_synthesis;Post-synth ARST share;100.0;%
logic_synthesis;Mapped Area;1587;um^2
route;DRC viols;0;
global_route;Total GRT Usage;6.089;%
logic_synthesis;Chip Area, Yosys;1587;um^2
timing;Period Utilization, post-route;104.6;%
clock_network;Clock Pin Slew Worst Setup and Hold Paths;90;ps
logic_synthesis;Seq/Total Area, Yosys;37.93;%
clock_network;hold buffers post-CTS;0;
placement;Setup WS pre-CTS;-198.6;ps
placement;DP Wirelength;2703;um
global_route;GRT met3 Usage;1.469;%
power_and_ir_drop;VDD IR-drop max;0.3802;mV
critical_path;CP Launch Type;flip-flop;
placement;placed cells;308;
layout;Comb area;950.9;um^2
floorplanning;die area;12100;um^2
timing;Fin. Hold Viols;0;
power_and_ir_drop;P_sw;1.262;mW
route;Initial DRC Count;68;
global_route;met2 usage;9.653;%
floorplanning;Core ar.;7807;um^2
floorplanning;fp util;20.32;%
logic_synthesis;top area contributor share;36.28;%
clock_network;CTS tree;built;
logic_synthesis;syn avg cell area;8.863;um^2
logic_synthesis;Yosys Warn Count;1;
global_route;grt met1 use;8.483;%
power_and_ir_drop;Sw Ratio;39.49;%
floorplanning;# IOs;18;
logic_synthesis;Yosys Instances;179;
route;ANT nets after route;0;
layout;P&R area growth vs syn;32.33;%
layout;Final Cell Area;2100;um^2
placement;IO Port Bufs;17;
timing;RSZ-0062 raised after global routing;true;
layout;share of cells above drive strength 1;27.31;%
run_status;status;finished with violations;
critical_path;reg2reg path depth;5;
critical_path;Crit Reg-Reg Endpoint;state_reg[1];
floorplanning;std cell rows;32;
critical_path;Crit-path slowest cell;or4_4;
logic_synthesis;most frequent cell after synthesis;nand2_1;
global_route;antenna violations before repair;0;
placement;Final GP Congestion;0.8471;
critical_path;Worst EP arrival;1690;ps
floorplanning;die span in x;110;um
clock_network;maximum root-to-sink buffer count;2;
==> layout make-up <==
type	instances	area share, %
Timing Repair Buffer	39	14.12
Clock buffer	4	2.622
Multi-Input combinational cell	131	45.29
Inverter	18	3.218
Tap cell	102	6.079
Sequential cell	24	28.67
==> cell usage in the layout (no fill, tap or decap), types with 4 or more instances in the layout <==
| master | instances |
|---|---|
| ha_1 | 12 |
| mux2_2 | 8 |
| buf_2 | 5 |
| nor2_1 | 7 |
| dfrtp_1 | 23 |
| nor3_1 | 5 |
| nand4_1 | 5 |
| o21ai_0 | 5 |
| inv_1 | 18 |
| xnor2_1 | 4 |
| clkbuf_2 | 4 |
| buf_4 | 20 |
| o31ai_1 | 4 |
| nand2_1 | 25 |
| clkdlybuf4s50_1 | 6 |
| clkbuf_8 | 4 |
| a21oi_1 | 7 |
==> worst max-delay path by stage <==
stage | from | to
final | state_reg[0] | Re
after global routing | state_reg[0] | Re
after CTS | state_reg[0] | Re
==> metrics by stage <==
step                      utilization, %  hold WS, ps
after global routing               26.89        527.6
final                              26.89        491.9
after detailed placement           25.37        522.6
after CTS                          26.76        510.2
after floorplan                        -        413.9
after global placement             25.37        518.7
==> kinds of logic (layout without fill, tap and decap cells) <==
family                   count (synthesis)  count (layout)  synth area share [%]
buffers and inverters                   24              61                 5.757
AND/OR/NAND/NOR                         74              74                 24.61
AND-OR/OR-AND                           33              33                 14.35
XOR/XNOR                                 4               4                 2.208
flip-flops                              24              24                 37.93
adder cells (fa/ha/maj)                 12              12                 9.463
multiplexers                             8               8                 5.678
==> per-layer routing <==
metal / vias up / share of wire, %
li1: 704 / -
met1: 666 / 50
met2: 37 / 42
met3: 2 / 7.5
met4: 0 / 0.97
met5: - / 0
==> repair_timing <==
item,CTS,global route
pin swaps,8,8
endpoints found under the setup margin,11,11
setup buffers,4,3
gates resized,34,13
==> critical path: cells and delay by family (launching register included) <==
| kind | cells | cell delay [ps] |
|---|---|---|
| flops | 1 | 380 |
| simple gates | 4 | 930 |
| buf+inv | 1 | 120 |
==> power groups by stage <==
| stage | clock network [mW] | registers, mW | logic [mW] |
|---|---|---|---|
| CTS | 0.349 | 0.964 | 1.89 |
| global route | 0.365 | 1.01 | 2.17 |
| finish | 0.336 | 0.965 | 1.89 |
Power figures rest on the tool's default switching activity, not on a simulated workload.
